==> ./config.mk <==
export PLATFORM = sky130hd
export DESIGN_NAME = reduction_solinas_23_13
export DESIGN_NICKNAME = reduction_solinas_23_13
export VERILOG_FILES = /design/flow/design.v
export SDC_FILE = /design/flow/constraint.sdc
export NUM_CORES = 4
export LEC_CHECK = 1
export CORE_UTILIZATION = 50
==> ./constraint.sdc <==
current_design reduction_solinas_23_13

set clk_period 18.2
set clk_io_pct 0.2

create_clock -name clk0 -period $clk_period

set non_clock_inputs [all_inputs -no_clocks]
set_input_delay [expr $clk_period * $clk_io_pct] -clock clk0 $non_clock_inputs
set_output_delay [expr $clk_period * $clk_io_pct] -clock clk0 [all_outputs]
==> ./design.v <==
`timescale 1ns / 1ps
module reduction_solinas_23_13(
    input wire[23*2 - 1:0] in_c,
    output integer red_c
    );
    wire[22:0] t;
    wire[22:0] s1;
    wire[22:0] s2;
    wire[22:0] s3;
    wire[22:0] d1;
    wire[22:0] d2;
    wire[22:0] d3;
    assign t  = {in_c[22:0]};
    assign s1 = {in_c[32:23], 13'b0}; 
    assign s2 = {in_c[42:33], 13'b0}; 
    assign s3 = {7'b0, in_c[45:43], 13'b0};
    assign d1 = in_c[45:23];
    assign d2 = {10'b0, in_c[45:33]};
    assign d3 = {20'b0, in_c[45:43]};
    assign red_c = t + s1 + s2 + s3 - d1 - d2 - d3;
endmodule
==> ./run.sh <==
#!/bin/bash
# OpenROAD 26Q1-2900-gdf79404cd8, Yosys 0.63+post, stock flow scripts
make -C /OpenROAD-flow-scripts/flow DESIGN_CONFIG=/design/flow/config.mk WORK_HOME=/design/flow/orfs finish
==> reports/results.ini <==
[run_status]
outcome=completed

[placed_design]
io_buffers=78
dp.cells=616
hpwl_microns=7930
place_congestion=0.934

[timing]
tightest_slew_ns=0.784
rsz0062_at_grt=no
fmax_mhz=78.1
timing_hold_violations_final=0
slew_headroom=0.474
setup_viol=0
slew_viol_final=0
setup-tns-final_ns=0
period_used_share=0.704
min_period_ns=12.81

[hold_path]
hold_path.class=in2out
holdCritStartpoint=in_c[33]

[finish]
comb_area_sq_um=3240
flop_area_sq_um=0
nClkBuffers=0
flop-count=0
syn_to_final_growth_pct=24.2
fill_cells=599
finalCoreUtilization=0.647
layout-drive-gt1-share=0.0308
fin_cells=616

[route]
dr.pass1.iters=6
wl_per_cell_microns=14.3
routed-via-count=3261
wirelength_microns=8810
vias_per_cell=5.29
drcViolationCount=0
drt_iter0_drc=193
ant_nets=0
n_antenna_cell=0

[pwr]
p_sw_frac=0.474
internal-power_w=0.000296
irDropWorstVdd_mv=0.101
p_sw_w=0.000267
share_comb_of_total_power=1.000
cellLeakagePower_nw=2.21
seqPwrFrac=0
power_density_nw_per_um2=127
pwr-share-clk=0

[synth]
yosysCellCount=448
yosysWarnings=0
syn_area_sq_um=3580
syn_inst=448
synth_cell_type_count=60
yosys_area_sq_um=3580
yosysSeqAreaShare=0
synth_area_per_cell_sq_um=7.99

[worst_setup_path]
crit_family=adder cells
path_depth=25
cpPeakStageDelay_ns=0.50
path_buffers=6
path_class=in2out
end_kind=primary output
crit_arrival_ns=9.17
cp-start-kind=input port
cp_common_cell=ha_1
crit_required_ns=14.56
worst_path_max_delay_cell=clkdlybuf4s50_1
setup.worst_path.start=in_c[26]
path_max_fanout=7
critPathCapture=red_c[30]

[floorplan]
core.rowCount=30
coreArea_sq_um=6870
die.size.y_microns=86.6
io_pins=78
chipWidth_microns=86.6
fp_util=0.521
chipArea_sq_um=7500

[cts]
post-cts-setup-buffers=0
cts-hold-fix-buffers=0
post_cts_resized=0

[grt]
antenna_found_initial=0
grt_pass1_wl_microns=14700
grtUsageTotal=0.257
grt.overflow.total=0
grt_max_degree=11
first_global_vias=3131

[flow_run]
log.warning_count=34
drv_cap=0

-- worst min-delay path: stages --
cell             delay [ns]
clkdlybuf4s50_1        0.39
inv_1                  0.15
fa_1                   0.19
clkdlybuf4s50_1        0.45
-- layer usage --
layer,routed length [microns],track usage,vias to the layer above
li1,-,-,1707
met5,0,0,-
met3,515,0.0251,7
met1,4380,0.397,1460
met4,114,0.0258,0
met2,3810,0.413,87
-- metrics by stage --
stage / total power, W / area (sq um) / hold slack (ns) / setup slack, ns
CTS: 0.000565 / 4450 / 8.48 / 5.43
detailed placement: 0.000559 / 4450 / 8.48 / 5.43
finish: 0.000563 / 4450 / 8.46 / 5.39
global placement: 0.000563 / 4450 / 8.48 / 5.56
floorplan: 0.000339 / 3580 / 7.49 / 6.89
global route: 0.000632 / 4450 / 8.53 / 5.02
-- cell usage in the layout, fill, tap and decap left out, types with 18 or more instances in the layout --
cell type         n
fa_1             27
clkdlybuf4s50_1  78
nand2_1          22
o21ai_0          18
a21oi_1          30
nor2_1           21
inv_1            81
ha_1             90
xnor2_1          23
-- kinds of logic (layout without fill, tap and decap cells) --
kind of cell    after synthesis  in the layout  synth area share
compound gates              107            107             0.203
xor+xnor                     35             35            0.0856
fa+ha+maj                   117            117             0.465
buf+inv                      88            160            0.0957
simple gates                101            101             0.150
-- cells in the mapped netlist, types with 3 or more instances --
library cell	count	area [sq um]
ha_1	90	1130
inv_1	81	304
a21oi_1	30	150
fa_1	27	541
xnor2_1	23	201
nand2_1	22	82.6
nor2_1	21	78.8
o21ai_0	18	90.1
a21o_1	15	113
nand3_1	15	75.1
xor2_1	12	105
nor3_1	8	40.0
o21ai_1	5	25.0
o31ai_1	5	37.5
and3_1	4	25.0
nand2b_1	4	25.0
o21a_1	4	30.0
a211oi_1	3	22.5
a311oi_1	3	26.3
and4_1	3	26.3
clkbuf_1	3	11.3
nand4_1	3	18.8
nor2b_1	3	18.8
-- layout make-up --
cell class,count,area share
timing repair buffer,78,0.176
multi-input combinational,360,0.728
inverter,82,0.0692
tap,96,0.0270
-- how the worst min path moves through the flow --
stage              end  depth (start not counted)
global route  red_c[0]                          4
CTS           red_c[0]                          4
finish        red_c[0]                          4
-- power by group through the flow --
stage	Sequential [W]	Clock, W	Combinational (W)
final	0	0	0.000563
after global routing	0	0	0.000632
after CTS	0	0	0.000565
Power is estimated from default activity; no workload was simulated.
